==> ./design.v <==
module bcd_to_7seg
(
 input [3:0] 	  digit,
 output reg [6:0] seg
 );
  always @(digit)
   case(digit)
     4'h0:seg = 7'b1000000;
     4'h1:seg = 7'b1111001;
     4'h2:seg = 7'b0100100;
     4'h3:seg = 7'b0110000;
     4'h4:seg = 7'b0011001;
     4'h5:seg = 7'b0010010;
     4'h6:seg = 7'b0000010;
     4'h7:seg = 7'b1111000;
     4'h8:seg = 7'b0000000;
     4'h9:seg = 7'b0010000;
     4'ha:seg = 7'b0001000;
     4'hb:seg = 7'b0000011;
     4'hc:seg = 7'b1000110;
     4'hd:seg = 7'b0100001;
     4'he:seg = 7'b0000110;
     4'hf:seg = 7'b0001110;
   endcase
endmodule
module strobe
(
 input 	      reset,clock,
 input [27:0] digits,
 output reg [6:0] seg,
 output reg [3:0] an
 );
   wire [1:0] sel;
   reg [19:0] clkdiv;
   always @(posedge clock)
     if (reset)
       clkdiv <= 0;
     else
       clkdiv = clkdiv + 1;
   assign sel = clkdiv[19:18];
   always @(sel)
     case (sel)
       4'b00: an = 4'b1110;
       4'b01: an = 4'b1101;
       4'b10: an = 4'b1011;
       4'b11: an = 4'b0111;
     endcase
   always @(digits or an)
     case (an)
       4'b0111: seg = digits[27:21];
       4'b1011: seg = digits[20:14];
       4'b1101: seg = digits[13:7];
       4'b1110: seg = digits[6:0];
       default: seg = 7'bxxxxxxx;
     endcase
endmodule  
module word_to_7seg(
 input [15:0]  word,
 output [27:0] digits
);
   bcd_to_7seg digit0 (.digit(word[15:12]), .seg(digits[27:21]));
   bcd_to_7seg digit1 (.digit(word[11:8]), .seg(digits[20:14]));
   bcd_to_7seg digit2 (.digit(word[7:4]), .seg(digits[13:7]));
   bcd_to_7seg digit3 (.digit(word[3:0]), .seg(digits[6:0]));
endmodule  
module auto_reset(
    input clock,
    output reset
);
  reg [9:0] shift_reg = 10'b1111111111;
  always @(posedge clock)
    shift_reg <= {shift_reg[8:0], 1'b0};
  assign reset = shift_reg[9];
endmodule
module data_mem
(
 input 	       clk,
 input [15:0]  data_in,
 input [15:0]  addr,
 input 	       we,
 output [15:0] data_out
);
   reg [15:0] 	ram[0:2047];
   always @(posedge clk)
     if (we)
       ram[addr[10:0]] <= data_in;
   assign data_out = ram[addr[10:0]];
endmodule
module instr_mem
(
 input 	      clk, we,
 input [15:0] addr, data_in,
 output [15:0] data_out
);
   reg [15:0]   mem[0:2047];
   initial begin
   mem[0] = 16'b110_010_0000000000;
   mem[1] = 16'b000_010_010_1_011000;
   mem[2] = 16'b110_011_0000000000;
   mem[3] = 16'b000_011_011_1_000111;
   mem[4] = 16'b000_111_000_1_000000;
   mem[5] = 16'b001_010_010_0000_011;
   mem[6] = 16'b111_011_0000000011;
   mem[7] = 16'b000_111_111_1_000001;
   mem[8] = 16'b111_000_1111111101;
   mem[9] = 16'b111_000_0000000000;
   end
   always @(posedge clk)
      if (we)
        mem[addr[10:0]] <= data_in;
   assign data_out = mem[addr[10:0]];
endmodule  
module system(
 input 	       clk,
 output [6:0]  seg,
 output [3:0]  an, 
 output        dp
);
   wire        reset, cpu_clk;
   auto_reset reset_gen (.clock(clk), .reset(reset));
   assign cpu_clk = clk;
   wire [15:0] pc, instr;
   wire mem_we, dummy_we;
   wire [15:0] mem_in, mem_out, mem_addr;
   assign dummy_we = (instr[15:13] == 3'b101) && ~instr[6];
   instr_mem imem (.clk(cpu_clk),.we(dummy_we),.data_in(mem_in),.addr(pc),.data_out(instr));
   data_mem dmem (.clk(cpu_clk),.we(mem_we),
		  .addr(mem_addr),.data_in(mem_in),.data_out(mem_out));
   wire        halt;
   uvrisc uvrisc0 (.reset(reset),.clk(cpu_clk),.pc(pc),.instr(instr),
		   .mem_we(mem_we),.mem_addr(mem_addr),
		   .mem_in(mem_in),.mem_out(mem_out),
		   .halt(halt));
   wire [27:0] digits;
   word_to_7seg decoder (.word(pc), .digits(digits));
   strobe strobe0 (.reset(reset), .clock(clk), .digits(digits), .seg(seg), .an(an));
   assign dp = halt;
endmodule
module uvrisc
(
 input 	       clk, reset,
 input [15:0]  instr,
 input [15:0]  mem_out,
 output        mem_we,
 output [15:0] pc,
 output [15:0] mem_in, mem_addr,
 output halt
 );
   assign halt = (pc_we) ? alu_out == pc : 0;
endmodule  
==> ./run.sh <==
#!/bin/bash
# OpenROAD 26Q1-2900-gdf79404cd8, Yosys 0.63+post, stock flow scripts
make -C /OpenROAD-flow-scripts/flow DESIGN_CONFIG=/design/flow/config.mk WORK_HOME=/design/flow/orfs finish
==> ./config.mk <==
export PLATFORM = sky130hd
export DESIGN_NAME = system
export DESIGN_NICKNAME = system
export VERILOG_FILES = /design/flow/design.v
export SDC_FILE = /design/flow/constraint.sdc
export NUM_CORES = 4
export LEC_CHECK = 1
export CORE_AREA = 10 10 106 106
export DIE_AREA = 0 0 116 116
==> ./constraint.sdc <==
current_design system

set clk_period 4.4
set clk_io_pct 0.2

create_clock -name clk0 -period $clk_period [get_ports {clk}]

set non_clock_inputs [all_inputs -no_clocks]
set_input_delay [expr $clk_period * $clk_io_pct] -clock clk0 $non_clock_inputs
set_output_delay [expr $clk_period * $clk_io_pct] -clock clk0 [all_outputs]
==> qor.csv <==
metric,value,unit
classification of the worst setup path,reg2out,
maximum net fanout on the critical path,7,
leakage power summed over all cells,0.000500,µW
CTS sink count,30,
result of the run,"finished, final reports clean",
Antenna Diode Count,0,
Starting DRT DRC Count,16,
summed area of non-filler cells in the final layout,0.00145,mm²
Worst Hold Path Cells,0,
fraction of the cycle the final worst path needs,50.2,%
Placeable Area,0.00885,mm²
GR Overflow Total,0,
total number of placement rows,34,
TritonCTS clock tree,yes,
data required time at the worst endpoint,3.52,ns
"leading cell types in the layout, fill and taps excluded","30 x sky130_fd_sc_hd__dfxtp_1, 17 x sky130_fd_sc_hd__nor2_1, 11 x sky130_fd_sc_hd__xnor2_1, 9 x sky130_fd_sc_hd__conb_1, 6 x sky130_fd_sc_hd__clkbuf_8",
antenna violations before repair,0,
maxcap violations,0,
Dominant flop cell,sky130_fd_sc_hd__dfxtp_1,
Commonest Layout Cell,sky130_fd_sc_hd__dfxtp_1,
CTS Hold Buffers Added,0,
Setup Viol. Count Final,0,
CTS root buf,sky130_fd_sc_hd__clkbuf_8,
Post-Layout Cell Count,237,
Yosys cell types,28,
number of warnings the tools reported,25,
complex-gate fraction of the synthesized area,2.43,%
routed metal-1 wirelength,886,µm
gate count of the mapped netlist,121,
largest buffer count on any clock path,2,
CP Launch Type,register,
Worst-path clk slew,0.06,ns
FF-to-FF setup slack,2.75,ns
Final Hold Slack,0.321,ns
Die Span Y,116,µm
Post-Syn Area per Cell,10.2,µm²
cell area after synthesis,0.00123,mm²
number of synthesized flops with an enable pin,0,
residual DRC count,0,
Total Neg Setup Slack,0,ns
area share of and/or/nand/nor cells after synthesis,28.8,%
Worst Setup End Kind,primary output,
Synth top area share,48.6,%
highest metal layer with signal wires,met4,
routed via count,765,
shortest clock period the worst path allows after layout,2.21,ns
Seq cells post-synth,30,
sequential area share after synthesis,48.6,%
Port Buffer Count,4,
Async SR Flop Fraction,0,%
number of flip-flops under the largest register name,20,
post-detailed-routing wire length,1790,µm
number of synthesis warnings,25,
arrival time reported for the critical path endpoint,1.33,ns
CTS H-tree lvls,2,
iteration tally of the first detailed-router pass,4,
worst hold path type,reg2reg,
source of the worst hold timing path,reset_gen.shift_reg[6],
number of inserted filler cells in the final layout,979,
overall track demand over capacity in global routing,2.86,%
adder and majority gate portion of the synthesized area,1.01,%
antenna-violating nets left,0,
Setup Buffers After CTS,0,
RSZ-0062 raised after global routing,no,
worst vdd rail ir drop,0.168,mV
count of cells resized by post-cts repair,0,
total power per unit cell area,354,mW/mm²
dominant non-sequential cell family after synthesis,simple AND/OR/NAND/NOR gates,
number of buffers created by CTS,5,
die outline width,116,µm
tightest slew margin relative to the limit,46.6,%
highest attainable clock frequency,0.453,GHz
wire length on met3,138,µm
DR WL/cell,7.56,µm
transition time of the tightest slew-check pin,0.800,ns
Yosys Chip Area,0.00123,mm²
endpoint of the lowest-slack register-to-register path,strobe0.clkdiv[18],
via density per instance,3.23,
largest net degree at the start of global routing,24,
clk_skew,0.00665,ns
ranking of synthesized cells by area,"sky130_fd_sc_hd__dfxtp_1 49%, sky130_fd_sc_hd__xnor2_1 7.8%, sky130_fd_sc_hd__nor2_1 5.2%, sky130_fd_sc_hd__buf_4 4.9%, sky130_fd_sc_hd__nor4_2 4.1%",
global-route wire length before repair,3240,µm
IO Pins,13,
half-perimeter wire length after placement,1200,µm
"XOR-XNOR Cells, Area Fraction",8.51,%
vias in the first global route,741,
detailed-routed wire length on met2,743,µm
GP Congestion,0.712,
endpoints failing hold,0,
insertion delay of the later-clocked pin in the worst-skew pair,0.27,ns
multiplexer area fraction after synthesis,2.74,%
fraction of layout cells with a size suffix above 1,14.0,%
Core Density at Floorplan,14.0,%
Max Slew Vio Count,0,
utilization of the core after routing,16.4,%
cell area reported after detailed placement,0.00136,mm²
terminating pin of the worst hold path,reset_gen.shift_reg[7],
overall chip area,0.0135,mm²
"Area growth, synth to finish",17.3,%
worst r2r src,strobe0.clkdiv[5],
top cell type by total area after synthesis,sky130_fd_sc_hd__dfxtp_1,
DP Cell Count,229,
length in cells of the worst reg-to-reg path,4,
yosys stat cell total,121,
## cell families after synthesis
family,after synthesis
simple gates,53
flops,30
buf+inv,14
xor+xnor,12
compound gates,6
mux,3
other cells,2
fa+ha+maj,1
## area by class of cell
class	count	area, µm²	area share [%]
clock buffer	7	86.3	5.96
clock inverter	1	5.00	0.345
inverter	3	11.3	0.777
multi-input combinational	84	571	39.4
sequential	30	601	41.5
tap	108	135	9.33
timing repair buffer	4	40.0	2.76
## critical path, cell delays in order (launching register included)
cell and delay, ns:
sky130_fd_sc_hd__dfxtp_1 0.35, sky130_fd_sc_hd__or2_2 0.30, sky130_fd_sc_hd__clkdlybuf4s50_1 0.41
## worst max path at each step
stage	startpoint	end	slack (ns)	cells past startpoint
global route	strobe0.clkdiv[18]	an[0]	2.11	2
finish	strobe0.clkdiv[18]	an[0]	2.19	2
CTS	strobe0.clkdiv[18]	an[0]	2.17	2
## cells in the mapped netlist, drive strengths merged, types with 2 or more instances
cell type	count
a21oi	3
buf	9
clkbuf	2
conb	2
dfxtp	30
inv	3
mux2	3
nand2	4
nand2b	2
nand3	6
nand4	5
nor2	17
nor2b	4
nor3	5
nor4	4
o21ai	3
or3	3
xnor2	11
## through the flow
step	worst slack [ns]	power [µW]
global placement	2.48	297
detailed placement	2.48	297
floorplan	2.90	299
CTS	2.17	525
finish	2.19	513
global route	2.11	542
## layer usage
layer / vias to the layer above / global-route usage, %
met5: - / 0
met4: 0 / 0.584
met3: 4 / 1.36
met2: 15 / 4.55
met1: 344 / 3.47
li1: 402 / -
## where the power goes
| part | internal [µW] | total, µW | switching [µW] |
|---|---|---|---|
| Sequential | 279 | 285 | 6.59 |
| Clock | 126 | 223 | 97.2 |
| Combinational | 2.59 | 4.87 | 2.28 |
| Total | 407 | 513 | 106 |
Power figures rest on the tool's default switching activity, not on a simulated workload.
