==> flow/config.mk <==
export PLATFORM = sky130hd
export DESIGN_NAME = mem
export DESIGN_NICKNAME = mem
export VERILOG_FILES = /design/flow/design.v
export SDC_FILE = /design/flow/constraint.sdc
export NUM_CORES = 4
export LEC_CHECK = 1
export CORE_UTILIZATION = 50
==> flow/constraint.sdc <==
current_design mem

set clk_period 29.1
set clk_io_pct 0.2

create_clock -name clk0 -period $clk_period [get_ports {clk}]

set non_clock_inputs [all_inputs -no_clocks]
set_input_delay [expr $clk_period * $clk_io_pct] -clock clk0 $non_clock_inputs
set_output_delay [expr $clk_period * $clk_io_pct] -clock clk0 [all_outputs]
==> flow/design.v <==
module mem(
   input 	clk,
   input [7:0] 	data_in,
   input [7:0] 	addr,
   input 	we,
   output [7:0] data_out
);
   reg [7:0] 	ram [0:255];
   initial begin
      ram[0] = 0;
      ram[1] = 17;
      ram[2] = 16;
      ram[3] = 3;
      ram[4] = 20;
      ram[5] = 18;
      ram[6] = -6;
      ram[7] = 18;
      ram[8] = 19;
      ram[9] = 0;
      ram[10] = 20;
      ram[11] = 0;
      ram[12] = -13;
      ram[16] = 24;
      ram[17] = 7;
      ram[18] = 0;
      ram[19] = 0;
      ram[20] = 1;
   end
   always @(posedge clk)
     if (we)
       ram[addr] <= data_in;
   assign data_out = ram[addr];
endmodule  
==> flow/run.sh <==
#!/bin/bash
# OpenROAD 26Q1-2900-gdf79404cd8, Yosys 0.63+post, stock flow scripts
make -C /OpenROAD-flow-scripts/flow DESIGN_CONFIG=/design/flow/config.mk WORK_HOME=/design/flow/orfs finish
==> summary.txt <==
Notes from the flow run.

Clocking:
- The root buffer cell chosen for the clock tree is sky130_fd_sc_hd__clkbuf_16.
- The run gives the buffer depth of the longest clock path as 3.
- The run puts the clock buffer count from CTS at 196.
- The run puts the H-tree level count at 4.
- The CTS log lists the clock sinks for this run as 2,048.
- The run gives the clock transition time at the flip-flop clock pins of the worst setup and hold paths as 0.06 ns.
- The run puts the count of hold buffers inserted by post-cts repair at 0.
- The run gives the post-CTS resize count as 0.
- Looking at the post-CTS report, the setup buffer insertion count equals 0.
- TritonCTS built the clock tree.

Synthesis:
- The run gives the largest area contributor in the netlist as sky130_fd_sc_hd__edfxtp_1.
- The share of synthesized area in the top cell type comes to 78.5%.
- For reference, the top cells by count after synthesis are sky130_fd_sc_hd__edfxtp_1, sky130_fd_sc_hd__mux4_2, sky130_fd_sc_hd__a22oi_1, sky130_fd_sc_hd__nor2_1, sky130_fd_sc_hd__clkbuf_1.
- The run gives the mapped cell area as 0.0783 mm².
- The run puts the async set or reset register ratio after synthesis at 0%.
- The run gives the mean instance size in the synthesized netlist as 22.1 µm².
- The most frequently used library cell after synthesis is sky130_fd_sc_hd__edfxtp_1.
- Summing the sequential cell areas from Yosys gives 78.5% of the chip area.
- The run puts the register bit total from synthesis at 2,048.
- Counting every instance in the synthesized netlist gives 3,539.
- The run gives the cell total in the yosys stat output as 3,539.
- Post-synth the commonest register cell is sky130_fd_sc_hd__edfxtp_1.
- Warnings reported by Yosys during synthesis add up to 1.
- Yosys attributes the largest share of cell area to sky130_fd_sc_hd__edfxtp_1, sky130_fd_sc_hd__mux4_2, sky130_fd_sc_hd__a22oi_1, sky130_fd_sc_hd__nor2_1, sky130_fd_sc_hd__a21oi_1.
- In this run, synthesis inferred 2,048 flip-flops with an integrated enable.
- The run gives the chip area from the yosys synthesis statistics as 0.0783 mm².
- The run puts the number of distinct library cells after synthesis at 21.

Worst hold path:
- Looking at the hold checks, the worst path lands on ram[119][4]$_DFFE_PP_.
- STA reports the tightest min-delay check as being of type in -> reg.
- The run puts the worst hold path stage count at 1.
- The run gives the hold path startpoint as data_in[4].

Route:
- The run puts the total number of vias at 36,900.
- The run gives the detail-routed via count per cell as 6.25.
- For this block, the initial DRC count from the detailed router was 2,237.
- The run gives the total wirelength of the detailed-routed design as 189,000 µm.
- The run puts the number of remaining DRC errors at 0.
- Once detail routing completed, the nets flagged for antenna violations numbered 0.
- The run puts the average wire per cell in the routed design at 31.9 µm.
- The run gives the number of search-and-repair iterations in the first detailed-routing pass as 5.

Setup path:
- The run gives the kind of start point of the critical path as an input port.
- The run puts the largest stage delay on the critical path at 0.74 ns.
- Tracing the worst setup path back leads to its startpoint at addr[0].
- The run gives the most common cell type on the critical path as sky130_fd_sc_hd__buf_4.
- The critical path goes through buf_8 > buf_4 > buf_4 > buf_4 > buf_4 > mux4_2 > a22oi_1 > a21oi_1 > o41ai_1 > nand4_1 > clkdlybuf4s50_1.
- Per the STA report, the cell with the highest stage delay on the worst path is sky130_fd_sc_hd__buf_4.
- STA classifies the critical path endpoint as an output pin.
- The run gives the type of the setup path with the least slack as in -> out.
- The run gives the arrival time of the worst setup path as 11.66 ns.
- The run puts the required time of the worst setup path at 23.28 ns.
- The number of buffers and inverters on the critical path is 6.
- Per STA, the worst path accumulates the most delay in the family buffers and inverters.
- The run gives the top fanout value on the critical path as 38.

Cells and area:
- The final layout report lists a filler cell count of 10,800.
- In the final layout, the registers with the most flip-flops are ram (2048).
- The run gives the number of cells in the finished layout apart from fillers as 5,912.
- The run puts the proportion of layout cells with a drive suffix above 1 at 25.5%.
- The run gives the area added between synthesis and finish as 12.2%.
- The run puts the number of flip-flops in the largest register at 2,048.
- The largest register by flop count is ram.

Place:
- The run gives the worst-case setup slack after placement as 11.42 ns.
- The run puts the number of port buffers at 25.
- The run puts the cell total after placement at 5,550.
- The run puts the HPWL reported at the end of detailed placement at 113,000 µm.
- The run puts the global placement routability congestion at 0.882.

GRT:
- The run gives the global router's overall resource usage as 27.7%.
- The run gives the initial antenna violation count as 8.
- For this run the aggregate overflow at the end of global routing stands at 0.
- The run gives the maximum number of pins on one net before global-route repair as 104.
- The run gives the via count of the first global-routing pass as 42,000.
- The first global-routing pass estimated 276,000 µm of wire.

STA:
- The run gives the number of failing hold endpoints at the final stage as 0.
- The run gives the final critical-path share of the clock period as 60.1%.
- The run gives the smallest setup slack after layout as 11.62 ns.
- On the final layout, the worst hold slack is 5.52 ns.
- The run gives the minimum clock period after layout as 17.48 ns.
- The max-slew check reports its worst relative slack as -3.75%.
- The run gives the actual transition at the worst max-transition pin as 1.54 ns.
- The run puts the maximum clock frequency at 0.0572 GHz.
- Setup repair after global routing left no endpoint under its margin.
- The run gives the final total negative setup slack as 0 ns.
- The run puts the count of final setup violators at 0.
- Max-slew check failures listed in the final report amount to 2.

Power and ir drop:
- In this run the static leakage power is 26.7 nW.
- The run puts the areal power density over the cells at 68.5 mW/mm².
- The run puts the maximum resistive drop on vdd at 0.0533 mV.

Die:
- The run gives the site row count as 144.
- The run puts the die extent in x at 398 µm.
- The run gives the count of pins on the block boundary as 26.
- Per the OpenROAD floorplan log, the height of the die is 398 µm.
- For this configuration, the core starts out at a cell density of 50.6%.
- The run gives the core outline area as 0.155 mm².
- The run gives the total die size as 0.158 mm².

Flow run:
- The run puts the number of max-cap violations at 1.
- The run puts the tally of OpenROAD warnings at 29.

Outcome:
- The run finished, with violations left.
- The final reports fail on capacitance limit, slew limit.
[layout make-up]
type / count / area (µm²) / share of cell area, %
tap: 2044 / 2560 / 2.91
sequential: 2048 / 61500 / 70.0
clock inverter: 113 / 1120 / 1.27
clock buffer: 246 / 5240 / 5.96
multi-input combinational: 1258 / 15800 / 18.0
timing repair buffer: 199 / 1620 / 1.84
antenna: 3 / 7.51 / 0.00854
inverter: 1 / 3.75 / 0.00427
[worst max-delay path by stage]
stage	to	slack, ns	depth (start not counted)
6_report	data_out[2]	11.62	11
5_1_grt	data_out[2]	11.03	11
4_1_cts	data_out[6]	11.43	11
[kinds of logic (layout without fill, tap and decap cells)]
group                  Yosys count  count (layout)  share of synthesized area (%)
AND-OR/OR-AND                  416             416                           3.63
buffers and inverters          233             559                           1.40
flip-flops                    2048            2048                           78.5
multiplexers                   512             512                           14.7
other                            0               3                              0
AND/OR/NAND/NOR                330             330                           1.74
[metal layers]
layer  vias to the layer above  global-route usage, %  share of wire, %
met2                      2386                   39.1                47
met4                        18                   6.27               2.8
li1                      15400                      -                 -
met3                       303                   23.2                18
met1                     18800                   34.8                31
met5                         -                  0.393             0.085
[through the flow]
| stage | area, µm² | power [mW] | util [%] |
|---|---|---|---|
| 3_3_place_gp | 81400 | 3.58 | 52.6 |
| 6_report | 87900 | 6.02 | 56.8 |
| 2_1_floorplan | 78300 | 3.46 | - |
| 4_1_cts | 87900 | 6.07 | 56.8 |
| 3_5_place_dp | 81500 | 3.59 | 52.7 |
| 5_1_grt | 87900 | 6.20 | 56.8 |
[report_power, final]
part           switching (mW)  internal (mW)
combinational           0.178         0.0937
clock                    1.04           1.46
sequential            0.00136           3.25
[cells in the final DEF, fill, tap and decap left out, drive strengths merged]
cell type / count
edfxtp: 2048
mux4: 512
a22oi: 256
clkbuf: 254
nor2: 232
buf: 176
a21oi: 128
clkinv: 84
o41ai: 32
nor3: 30
nand2: 28
bufinv: 22
clkdlybuf4s50: 15
nand3: 13
nand4: 8
clkinvlp: 7
nor2b: 7
nand2b: 6
diode: 3
and2: 3
or2: 2
inv: 1
or3: 1
Power and IR drop assume default switching activity.
