<file path="config.mk">
export PLATFORM = sky130hd
export DESIGN_NAME = nano
export DESIGN_NICKNAME = nano
export VERILOG_FILES = /design/flow/design.v
export SDC_FILE = /design/flow/constraint.sdc
export NUM_CORES = 4
export LEC_CHECK = 1
export CORE_UTILIZATION = 30
</file>
<file path="constraint.sdc">
current_design nano

set clk_period 8.3
set clk_io_pct 0.2

create_clock -name clk0 -period $clk_period [get_ports {clk}]

set non_clock_inputs [all_inputs -no_clocks]
set_input_delay [expr $clk_period * $clk_io_pct] -clock clk0 $non_clock_inputs
set_output_delay [expr $clk_period * $clk_io_pct] -clock clk0 [all_outputs]
</file>
<file path="design.v">
module nano(
 input 	      reset, clk,
 input [7:0]  instr,data_in,
 output [7:0] instr_addr,data_addr,
 output [7:0] data_out,
 output       data_we
 );
   reg [7:0]  R0,R1;
   reg 	      flag;
   reg [7:0]  pc;
   wire [7:0] next_pc;
   wire       pc_we;
   always @(posedge clk)
     if (reset)
       pc <= 8'h01;
     else
       pc <= next_pc;
   assign next_pc = (pc_we) ? imm8 : pc+8'h01;
   assign instr_addr = pc;
   wire       ld, st, alu, br;
   wire       do_sub, inc_dec;
   wire       reg_we, flag_we;
   wire [7:0] imm8;
   assign ld = instr[7:6] == 2'b00;
   assign st = instr[7:6] == 2'b01;
   assign alu = instr[7:6] == 2'b10;
   assign br = instr[7:6] == 2'b11;
   assign do_sub = instr[0];
   assign inc_dec = instr[1];
   assign imm8 = {2'b00, instr[5:0]};
   assign pc_we = br & flag;
   assign reg_we = ld | alu;
   assign flag_we = alu;
   assign data_we = st;
   wire [7:0] reg_in,alu_out,x,y;
   wire       flag_in;
   assign x = R0;
   assign y = (inc_dec) ? 8'h01 : R1;
   assign alu_out = (do_sub) ? x-y : x+y;
   assign reg_in = (alu) ? alu_out : data_in;
   assign flag_in = alu_out[7];
   assign data_out = R0;
   assign data_addr = imm8;   
   always @(posedge clk)
     if (reg_we) begin
	R0 <= reg_in;
	R1 <= R0;
     end
   always @(posedge clk)
     if (flag_we)
       flag <= flag_in;
endmodule  
</file>
<file path="run.sh">
#!/bin/bash
# OpenROAD 26Q1-2900-gdf79404cd8, Yosys 0.63+post, stock flow scripts
make -C /OpenROAD-flow-scripts/flow DESIGN_CONFIG=/design/flow/config.mk WORK_HOME=/design/flow/orfs finish
</file>
==> metrics.cfg <==
[timing]
period_needed_ps = 4800
setup-violations-final = 0
maxClockFrequency_mhz = 208
slew_viol_final = 0
final.period_utilization_pct = 57.8
setup_total_negative_slack_ps = 0
final_hold_viol_count = 0
slew_headroom_pct = 51.8
tightest_slew_ps = 723
clock_skew_ps = 3.35
unrepaired_setup_endpoints_after_global_routing = no

[clocking]
cts_repair_resize_count = 0
clkSlewWorstSetupHoldPaths_ps = 90
cts.root.buffer_cell = sky130_fd_sc_hd__clkbuf_8
clk_latency_ps = 260
clock_tree_from_tritoncts = done
holdBufCountCts = 0
post_cts_repair_setup_buffers = 0
cts_max_path_buffers = 2
cts_buffers = 3
clock_sink_count = 25
cts-htree-levels = 1

[setup_path]
worstPathArrival_ps = 3140
start_kind = input port
ff2ff_path_depth = 9
required_ps = 6640
cp_max_fo = 18
critPathKind = in -> out
worst_setup_path_end_kind = output port

[synthesis]
main_area_contributors_after_synthesis = sky130_fd_sc_hd__edfxtp_1, sky130_fd_sc_hd__dfxtp_1, sky130_fd_sc_hd__ha_1, sky130_fd_sc_hd__xnor2_1, sky130_fd_sc_hd__nor2_1
post_synth_inst_count = 162
async_s_r_ff_share_synth_pct = 0
enable_flop_cells = 17
synth_largest_type_area_fraction_pct = 32.8
ff_type = sky130_fd_sc_hd__edfxtp_1
synth_area_sq_mm = 0.00156
yosys.stat.chipArea_sq_mm = 0.00156
yosys_synthesis_warning_count = 1
mean_instance_size_in_the_synthesized_netlist_sq_um = 9.61
synth.distinct_cells = 39
ys_seq_share_pct = 43.1
yosys_top_cell_by_area = sky130_fd_sc_hd__edfxtp_1
postSynthRegisterBits = 25
ys_cells = 162

[drt]
first_pass_iters = 4
remaining_drc_errors = 0
vias_per_cell = 4.57
drt_iter0_drcs = 37
post_drt_wl_per_cell_um = 11.1
drt_wl_total_um = 2890
insertedDiodeCount = 0
routed-via-count = 1193
antenna_left = 0

[job]
warnings = 25
max_cap_violations = 0

[place]
portBuffers = 40
placedCellCount = 257
place.gp.congestion = 0.771
hpwl_um = 2170

[power]
vdd_ir_drop_max_mv = 0.106
p_leak_uw = 0.000758
power_density_mw_per_mm2 = 158
pnr_total_power_uw = 318

[hold_path]
hp-class = reg -> reg
worst_hold_path.num_cells = 0

[finish]
final-seq-area_sq_um = 671
stdcell_count = 261
nFillCells = 503
final-comb-area_sq_um = 769
post-route-util_pct = 41.5
layout_top_cells_excl_fill_tap = sky130_fd_sc_hd__clkdlybuf4s50_1, sky130_fd_sc_hd__nor2_1, sky130_fd_sc_hd__edfxtp_1
final_layout_size_suffix_gt1_share_pct = 4.64
layout-area-overhead-vs-synth_pct = 29.2
final_layout_top_logic_cell = sky130_fd_sc_hd__clkdlybuf4s50_1

[grt]
aggregate_global_route_resource_usage_pct = 12.2
grt_pass1_wl_um = 5030
grt_remaining_overflow = 0
via_count_of_the_first_global_routing_pass = 1125
maximum_number_of_pins_on_one_net_before_global_route_repair = 19
number_of_antenna_violations_at_the_first_check_in_global_routing = 0

[die]
dieArea_sq_mm = 0.00548
io_pins = 43
fp.dieW_um = 74.0
core.rowCount = 25
initCoreUtil_pct = 32.1
core_region_area_sq_mm = 0.00485
die_y_um = 74.0

[run_status]
outcome = completed

==> final timing paths <==
check                              start       to  slack (ps)
worst max-delay path            instr[6]  data_we        3500
worst min-delay path               R0[6]    R1[6]         500
worst max register to register     R1[1]    R0[7]        5540
worst min register to register     R0[6]    R1[6]         500
==> power breakdown <==
group | total [uW] | internal (uW) | switching [uW]
combinational | 87.4 | 51.2 | 36.2
clock | 71.7 | 34.3 | 37.4
sequential | 159 | 148 | 10.9
==> per-layer routing <==
layer | vias up | share of wire, % | global-route usage [%]
met3 | 2 | 7.9 | 2.06
met4 | 0 | 0.45 | 0.641
met1 | 522 | 51 | 19.3
met2 | 40 | 41 | 19.2
li1 | 629 | - | -
met5 | - | 0 | 0
==> layout make-up <==
class / count / share of cell area, %
Inverter: 11 / 2.05
Clock buffer: 4 / 2.24
Timing Repair Buffer: 40 / 19.9
Multi-Input combinational cell: 114 / 38.3
Sequential cell: 25 / 33.4
Tap cell: 67 / 4.17
==> Yosys cell counts, types with 2 or more instances <==
library cell	count
sky130_fd_sc_hd__nor2_1	18
sky130_fd_sc_hd__edfxtp_1	17
sky130_fd_sc_hd__nand2_1	14
sky130_fd_sc_hd__inv_1	11
sky130_fd_sc_hd__o21ai_0	11
sky130_fd_sc_hd__xnor2_1	9
sky130_fd_sc_hd__buf_4	8
sky130_fd_sc_hd__dfxtp_1	8
sky130_fd_sc_hd__ha_1	8
sky130_fd_sc_hd__a21oi_1	7
sky130_fd_sc_hd__a211oi_1	4
sky130_fd_sc_hd__clkbuf_1	4
sky130_fd_sc_hd__nand3_1	4
sky130_fd_sc_hd__xor2_1	4
sky130_fd_sc_hd__a21o_1	3
sky130_fd_sc_hd__nand2b_1	3
sky130_fd_sc_hd__nor3_1	3
sky130_fd_sc_hd__mux2i_1	2
sky130_fd_sc_hd__nor2b_1	2
sky130_fd_sc_hd__nor3b_1	2
sky130_fd_sc_hd__o32a_1	2
==> sequential cells by signal, summed over array words and instances, names as in the netlist <==
signal and cells:
R1 8, pc 8, R0 8, flag 1
==> cell families after synthesis <==
| family | after synthesis | share of synthesized area [%] |
|---|---|---|
| xor+xnor | 13 | 7.32 |
| flops | 25 | 43.1 |
| mux | 4 | 2.97 |
| simple gates | 53 | 17.4 |
| compound gates | 33 | 13.5 |
| other cells | 1 | 0.241 |
| fa+ha+maj | 9 | 7.72 |
| buf+inv | 24 | 7.72 |
==> critical path, stage by stage <==
cell and delay [ps]:
sky130_fd_sc_hd__clkdlybuf4s50_1 440, sky130_fd_sc_hd__inv_1 550, sky130_fd_sc_hd__nor2_1 80, sky130_fd_sc_hd__clkdlybuf4s50_1 420
==> stage by stage <==
stage                     hold WS [ps]  cell area [sq um]  worst slack, ps
after floorplan                    426               1560             4600
final                              500               2010             3500
after global routing               518               2010             3350
after CTS                          503               2010             3480
after detailed placement           480               1970             3490
after global placement             476               1970             3510
No activity file was given, so power comes from the tool's default toggle rates.
